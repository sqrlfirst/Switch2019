$ cat flow/design.v
module Ethernet_rx_frame
    (
        input wire          i_rx_clk,     
        input wire          i_rx_dv,      
        input wire          i_rx_er,      
        input wire  [7:0]   i_rx_d,       
        input wire          ishowSA,
        output wire [2:0]   o_fsm_state,
        output reg          o_fsm_state_changed = 0,
        output wire         o_rx_dv_4cd,
        output wire         o_rx_er_4cd,
        output wire [7:0]   o_rx_d4cd,
        output reg  [13:0]  osa,
        output reg          onewsa
    );
    localparam [2:0] lpND  =  3'b000,      
                     lpPRE =  3'b001,      
                     lpSFD =  3'b010,      
                     lpDA  =  3'b011,      
                     lpSA  =  3'b100,      
                     lpDATA = 3'b101,      
                     lpCRC  = 3'b110;      
    reg [2:0]       r_state_reg = lpND;
    reg [2:0]       r_state_next = lpPRE;               
    reg [4:0][7:0]  r_data_buffer = 32'b0;
    reg [4:0]       r_rx_er_buffer = 5'b0;
    reg [4:0]       r_rx_dv_buffer = 5'b0;
    reg [10:0]      counter = 11'd0;
    int             i = 0;
    reg toggle = 1'b0;
    reg [13:0]      rSA = 14'b0;
    reg [5:0]       r_MAC_low;
    reg             r_NEW_SA_indicator='0;
    always @(posedge i_rx_clk) begin 
        if (i_rx_dv && !i_rx_er) 
        begin
            case(r_state_reg)
                (lpND): begin
                    if (r_data_buffer[3] == 8'h55) begin
                        r_state_reg <= r_state_next;
                        o_fsm_state_changed <= 1;
                    end    
                end
                (lpPRE): begin          
                    if (o_fsm_state_changed == 1) begin
                        o_fsm_state_changed <= 0;
                        counter <= 11'd7;
                    end    
                    else if (r_data_buffer[3] == 8'hd5) begin
                        r_state_reg <= r_state_next;
                        o_fsm_state_changed <= 1;
                    end
                    else if (counter == 11'd0) begin   
                        r_state_reg    <= lpND;
                        r_data_buffer  <= 32'b0;
                        r_rx_dv_buffer <= 5'b0;
                        r_rx_er_buffer <= 5'b0;
                    end
                    counter <= counter - 11'b1;
                end
                (lpSFD): begin           
                    r_state_reg <= r_state_next;
                    counter <= 11'd5;
                end
                (lpDA): begin           
                    if (o_fsm_state_changed == 1) begin
                        o_fsm_state_changed <=0;
                        counter <= counter - 11'b1;
                    end    
                    else if (counter == 11'd0) begin
                        r_state_reg <= r_state_next;
                        o_fsm_state_changed <= 1;
                        counter <= 11'd5;
                    end    
                    else counter <= counter - 11'b1;
                end
                (lpSA): begin           
                    if (o_fsm_state_changed == 1) begin
                        o_fsm_state_changed <=0;                                            
                        counter <= counter - 11'b1;                                         
                    end 
                    else if (counter == 11'd1) begin
                        r_MAC_low<=r_data_buffer[4][5:0];
                        counter <= counter - 11'b1;   
                    end
                    else if (counter == 11'd0) begin
                        r_state_reg <= r_state_next;
                        o_fsm_state_changed <= 1;
                        counter <= 11'd1500;
                        rSA <= {r_MAC_low,r_data_buffer[4]} ;                   
                        r_NEW_SA_indicator<=1;
                    end    
                    else counter <= counter - 11'b1;
                end
                (lpDATA): begin          
                    if (o_fsm_state_changed == 1) begin
                        o_fsm_state_changed <=0;
                    end 
                    else if (counter == 11'd0) begin   
                        r_state_reg    <= lpND;
                        r_data_buffer  <= 32'b0;
                        r_rx_dv_buffer <= 5'b0;
                        r_rx_er_buffer <= 5'b0;
                    end  
                    else if (counter == 11'd1490)
                        r_NEW_SA_indicator<=0; 
                    else counter <= counter - 11'b1;
                end
            endcase   
        end
        if (i_rx_dv && i_rx_er) begin    
            r_state_reg    <= lpND;
            r_data_buffer  <= 32'b0;
            r_rx_dv_buffer <= 'b0;
            r_rx_er_buffer <= 'b0; 
        end
        if (!i_rx_dv && !i_rx_er) begin  
            if (r_state_reg == lpDATA) begin 
                r_state_reg <= r_state_next;
                o_fsm_state_changed <= 1'b1;
            end
            else if(r_state_reg == lpCRC) begin
                if (o_fsm_state_changed == 1) begin
                    o_fsm_state_changed <=0;
                    counter <= 11'b000_0000_0010;
                end
                else if (counter == 11'd0) begin
                    r_state_reg    <= lpND;
                    r_data_buffer  <= 32'b0;
                    r_rx_dv_buffer <= 5'b0;
                    r_rx_er_buffer <= 5'b0;                    
                end
                else counter <= counter - 11'b1;
            end
            else begin
                r_state_reg    <= lpND;
                r_data_buffer  <= 32'b0;
                r_rx_dv_buffer <= 5'b0;
                r_rx_er_buffer <= 5'b0;
            end
        end
        for (i = 0; i < 4; i = i +1 ) begin
            r_data_buffer[i+1]  <= r_data_buffer[i];
            r_rx_dv_buffer[i+1] <= r_rx_dv_buffer[i];
            if(toggle) r_rx_er_buffer[4] <= 1'b1;
            else r_rx_er_buffer[i+1] <= r_rx_er_buffer[i];    
        end
        r_data_buffer[0]  <=    i_rx_d;
        r_rx_dv_buffer[0] <=    i_rx_dv;
        r_rx_er_buffer[0] <=    i_rx_er;
    end
        always @* begin
            case(r_state_reg)
                lpND:       r_state_next <= lpPRE;
                lpPRE:      r_state_next <= lpSFD;
                lpSFD:      r_state_next <= lpDA;
                lpDA:       r_state_next <= lpSA;
                lpSA:       r_state_next <= lpDATA;
                lpDATA:     r_state_next <= lpCRC;
                lpCRC:      r_state_next <= lpND;
            endcase  
        end
        assign  o_rx_d4cd = r_data_buffer[4];
        assign  o_rx_er_4cd = r_rx_er_buffer[4];
        assign  o_rx_dv_4cd = r_rx_dv_buffer[4];
        assign  o_fsm_state = r_state_reg;
    function integer eth_crc32_8d(input integer crc32, input logic [7:0] data);
    	bit [ 7:0] d;
        bit [31:0] c;
        bit [31:0] newcrc;
        begin
    	    for (int i=0;i<8;i++) d[i] = data[7-i];
            c = crc32;
            newcrc[0] = d[6] ^ d[0] ^ c[24] ^ c[30];
            newcrc[1] = d[7] ^ d[6] ^ d[1] ^ d[0] ^ c[24] ^ c[25] ^ c[30] ^ c[31];
            newcrc[2] = d[7] ^ d[6] ^ d[2] ^ d[1] ^ d[0] ^ c[24] ^ c[25] ^ c[26] ^ c[30] ^ c[31];
            newcrc[3] = d[7] ^ d[3] ^ d[2] ^ d[1] ^ c[25] ^ c[26] ^ c[27] ^ c[31];
            newcrc[4] = d[6] ^ d[4] ^ d[3] ^ d[2] ^ d[0] ^ c[24] ^ c[26] ^ c[27] ^ c[28] ^ c[30];
            newcrc[5] = d[7] ^ d[6] ^ d[5] ^ d[4] ^ d[3] ^ d[1] ^ d[0] ^ c[24] ^ c[25] ^ c[27] ^ c[28] ^ c[29] ^ c[30] ^ c[31];
            newcrc[6] = d[7] ^ d[6] ^ d[5] ^ d[4] ^ d[2] ^ d[1] ^ c[25] ^ c[26] ^ c[28] ^ c[29] ^ c[30] ^ c[31];
            newcrc[7] = d[7] ^ d[5] ^ d[3] ^ d[2] ^ d[0] ^ c[24] ^ c[26] ^ c[27] ^ c[29] ^ c[31];
            newcrc[8] = d[4] ^ d[3] ^ d[1] ^ d[0] ^ c[0] ^ c[24] ^ c[25] ^ c[27] ^ c[28];
            newcrc[9] = d[5] ^ d[4] ^ d[2] ^ d[1] ^ c[1] ^ c[25] ^ c[26] ^ c[28] ^ c[29];
            newcrc[10] = d[5] ^ d[3] ^ d[2] ^ d[0] ^ c[2] ^ c[24] ^ c[26] ^ c[27] ^ c[29];
            newcrc[11] = d[4] ^ d[3] ^ d[1] ^ d[0] ^ c[3] ^ c[24] ^ c[25] ^ c[27] ^ c[28];
            newcrc[12] = d[6] ^ d[5] ^ d[4] ^ d[2] ^ d[1] ^ d[0] ^ c[4] ^ c[24] ^ c[25] ^ c[26] ^ c[28] ^ c[29] ^ c[30];
            newcrc[13] = d[7] ^ d[6] ^ d[5] ^ d[3] ^ d[2] ^ d[1] ^ c[5] ^ c[25] ^ c[26] ^ c[27] ^ c[29] ^ c[30] ^ c[31];
            newcrc[14] = d[7] ^ d[6] ^ d[4] ^ d[3] ^ d[2] ^ c[6] ^ c[26] ^ c[27] ^ c[28] ^ c[30] ^ c[31];
            newcrc[15] = d[7] ^ d[5] ^ d[4] ^ d[3] ^ c[7] ^ c[27] ^ c[28] ^ c[29] ^ c[31];
            newcrc[16] = d[5] ^ d[4] ^ d[0] ^ c[8] ^ c[24] ^ c[28] ^ c[29];
            newcrc[17] = d[6] ^ d[5] ^ d[1] ^ c[9] ^ c[25] ^ c[29] ^ c[30];
            newcrc[18] = d[7] ^ d[6] ^ d[2] ^ c[10] ^ c[26] ^ c[30] ^ c[31];
            newcrc[19] = d[7] ^ d[3] ^ c[11] ^ c[27] ^ c[31];
            newcrc[20] = d[4] ^ c[12] ^ c[28];
            newcrc[21] = d[5] ^ c[13] ^ c[29];
            newcrc[22] = d[0] ^ c[14] ^ c[24];
            newcrc[23] = d[6] ^ d[1] ^ d[0] ^ c[15] ^ c[24] ^ c[25] ^ c[30];
            newcrc[24] = d[7] ^ d[2] ^ d[1] ^ c[16] ^ c[25] ^ c[26] ^ c[31];
            newcrc[25] = d[3] ^ d[2] ^ c[17] ^ c[26] ^ c[27];
            newcrc[26] = d[6] ^ d[4] ^ d[3] ^ d[0] ^ c[18] ^ c[24] ^ c[27] ^ c[28] ^ c[30];
            newcrc[27] = d[7] ^ d[5] ^ d[4] ^ d[1] ^ c[19] ^ c[25] ^ c[28] ^ c[29] ^ c[31];
            newcrc[28] = d[6] ^ d[5] ^ d[2] ^ c[20] ^ c[26] ^ c[29] ^ c[30];
            newcrc[29] = d[7] ^ d[6] ^ d[3] ^ c[21] ^ c[27] ^ c[30] ^ c[31];
            newcrc[30] = d[7] ^ d[4] ^ c[22] ^ c[28] ^ c[31];
            newcrc[31] = d[5] ^ c[23] ^ c[29];
            eth_crc32_8d = newcrc;
        end
    endfunction
    reg [31:0] rcrc_new = 'b0;
    always @(posedge i_rx_clk) begin 
        case(r_state_reg) 
            lpPRE: toggle <= 1'b0;
            lpSFD: rcrc_new <= '1;
            lpDA, lpSA, lpDATA, lpCRC: rcrc_new <= eth_crc32_8d(rcrc_new, o_rx_d4cd);
            lpND: begin 
                if ((rcrc_new != 32'hC704DD7B )&(rcrc_new != 32'h0000_0000)) begin 
                    toggle <= 1'b1;
                end
            end    
        endcase    
    end
    always @(posedge i_rx_clk) begin                                                     
        if(ishowSA) begin
            osa <= rSA;
        end
        else begin
            osa <= 14'bz;
        end
        if ((r_NEW_SA_indicator==1)&(ishowSA==0)) begin
        onewsa<=1;
        end
        else begin onewsa<=0;
        end
    end
endmodule
$ cat flow/run.sh
#!/bin/bash
# OpenROAD 26Q1-2900-gdf79404cd8, Yosys 0.63+post, stock flow scripts
make -C /OpenROAD-flow-scripts/flow DESIGN_CONFIG=/design/flow/config.mk WORK_HOME=/design/flow/orfs finish
$ cat flow/config.mk
export PLATFORM = sky130hd
export DESIGN_NAME = Ethernet_rx_frame
export DESIGN_NICKNAME = Ethernet_rx_frame
export VERILOG_FILES = /design/flow/design.v
export SDC_FILE = /design/flow/constraint.sdc
export NUM_CORES = 4
export LEC_CHECK = 1
export CORE_UTILIZATION = 50
$ cat flow/constraint.sdc
current_design Ethernet_rx_frame

set clk_period 4.6
set clk_io_pct 0.2

create_clock -name clk0 -period $clk_period [get_ports {i_rx_clk}]

set non_clock_inputs [all_inputs -no_clocks]
set_input_delay [expr $clk_period * $clk_io_pct] -clock clk0 $non_clock_inputs
set_output_delay [expr $clk_period * $clk_io_pct] -clock clk0 [all_outputs]
==> out/qor.csv <==
metric,value,unit
top_regs,"r_data_buffer (40), rcrc_new (32)",
die_w,110,µm
finalCritPeriodShare,63.9,%
unconstrained_endpoints,3,
antenna_found_initial,0,
drt_iter0_drc,315,
critPathLaunchType,primary input,
grt_overflow,0,
max_slew_margin,38.0,%
common_cells,"80 x dfxtp_1, 54 x edfxtp_1, 53 x xnor2_1, 51 x nand2_1, 24 x nor2_1",
post-cts-setup-buffers,0,
ant_nets,0,
unclocked_pins,3,
die_y,110,µm
edf_count,54,
area_growth,18.0,%
stdcell_count,725,
synth_cells,531,
yosysWarnings,2,
num_rows,39,
cts_tree,yes,
p_total,2.84,mW
p_comb_share,9.6,%
wl_per_cell,17.7,µm
cts.clk_slew.worst_paths,60,ps
numSynthFlops,137,
layout-drive-gt1-share,9.45,%
pre_cts_ws,1270,ps
clock_tree.root_cell,clkbuf_16,
cp.required,4910,ps
rsz0062_at_grt,no,
syn_avg_cell_area,11.0,µm²
worstMarginPinSlew,923,ps
io_pins,41,
synth.distinct_cells,71,
clkLatencyLatePin,420,ps
fin_setup_tns,0,ps
post_cts_resized,0,
dp_hpwl,8860,µm
grt_max_degree,33,
hold_class,register to register,
num_vias,4154,
postCtsHoldBufs,0,
area_leaders,"edfxtp_1 28%, dfxtp_1 27%, xnor2_1 7.9%",
crit_fanout,11,
cts_buffer_depth,2,
worst_ir_drop_vdd,0.464,mV
core_area,11400,µm²
max_cap_violations,0,
initial_utilization,51.2,%
wl,12900,µm
crit_type,primary input to register,
p_leak,2.53,nW
swShare,25.4,%
yosys-stat-cells,531,
setup_ws,1660,ps
flop_cell,dfxtp_1,
grt_pass1_wl,20500,µm
largest-register,r_data_buffer,
synth-async-reset-ratio,0,%
viasPerCell,5.73,
setup_viol,0,
endpoint_kind,register,
finalMaxSlewViolations,0,
drt_pass1_iterations,5,
pwr_density_cell,412,nW/µm²
finalHoldViolCount,0,
dp_cells,693,
top_area_share,27.7,%
globalplace.congestion,0.915,
grt_usage,23.8,%
cts_buffers,17,
min_period,2940,ps
warnings,27,
portBuffers,40,
clkPwrFrac,44.7,%
yosysTopAreaCell,edfxtp_1,
synth_area,5840,µm²
route.detailed.drc,0,
status,"complete, no violations",
largest_reg_flops,40,
first_global_vias,3851,
max_freq,0.340,GHz
intPower,2.12,mW
htreeDepth,4,
synthMostInstantiatedCell,dfxtp_1,
yosys_area,5840,µm²
whs,325,ps
crit_arrival,3250,ps
antenna-diode-count,0,
power_frac_seq,45.7,%
netSwitchingPower,721,µW
fin_worst_skew,7.32,ps
die-area,12100,µm²
-- metal layers --
layer,up-vias,global-route usage [%],routed length (µm)
met5,-,0,0
met4,0,3.01,197
met3,21,7.67,1030
met2,165,32.1,5410
met1,1951,40.8,6230
li1,2017,-,-
-- final timing paths --
check,cells past startpoint,end,start,slack (ps)
setup / recovery,6,counter[0]$_DFF_P_,i_rx_dv,1660
hold reg to reg,0,r_data_buffer[19]$_DFF_P_,r_data_buffer[11]$_DFF_P_,320
hold / removal,0,r_data_buffer[19]$_DFF_P_,r_data_buffer[11]$_DFF_P_,320
setup reg to reg,5,counter[6]$_DFF_P_,counter[2]$_DFF_P_,1880
-- area by class of cell --
type                       count  area [µm²]
multi-input combinational    350        2360
fill                         944        4520
sequential                   137        3270
clock buffer                  19         454
clock inverter                13         111
timing repair buffer          50         475
tap                          143         179
inverter                      13        48.8
-- placed cells by master, fill, tap and decap left out, types with 5 or more instances in the layout --
cell	netlist	routed
xnor2_1	53	53
nor2_1	24	23
clkdlybuf4s50_1	0	40
nor3_1	15	15
clkbuf_16	0	18
and2_1	6	6
nand4_1	15	15
o21ai_0	18	18
nand2_1	51	51
or3_1	6	6
nor4_1	11	11
dfxtp_1	80	80
edfxtp_1	54	54
nand3_1	7	7
buf_4	10	10
a31oi_1	5	5
inv_1	12	12
xor2_1	22	22
nor2b_1	5	5
a21oi_1	13	13
nand2b_1	5	5
-- kinds of logic after synthesis --
| logic type | share of synthesized area [%] |
|---|---|
| AND/OR/NAND/NOR | 16.8 |
| flip-flops | 55.1 |
| AND-OR/OR-AND | 11.0 |
| XOR/XNOR | 11.5 |
| buffers and inverters | 3.79 |
| adder cells (fa/ha/maj) | 0.642 |
| latches | 0.771 |
| multiplexers | 0.343 |
-- critical path: stages --
cell and delay [ps]:
clkdlybuf4s50_1 700, nand2b_4 130, or3_1 520, or4_4 490, and3_4 200, a211o_1 290
-- metrics by stage --
stage	instance area [µm²]	util, %
final	6890	60.4
after global routing	6890	60.4
after CTS	6890	60.4
after detailed placement	6330	55.4
after global placement	6330	55.4
after floorplan	5840	-
-- power groups by stage --
| stage | Combinational [mW] | Sequential [mW] | Clock (mW) |
|---|---|---|---|
| 6_report | 0.274 | 1.30 | 1.27 |
| 4_1_cts | 0.269 | 1.30 | 1.29 |
| 5_1_grt | 0.300 | 1.30 | 1.35 |
Power is estimated from default activity; no workload was simulated.
