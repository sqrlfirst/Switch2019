### flow/design.v
module FSM_frame 
(
input wire iclk, 
input wire ienable, 
input wire [10:0] ilen, 
input wire [7:0] idata_byte, 
output reg [2:0] ost, 
output reg [7:0] obyte 
);
reg [2:0] rcurst, rnextst; 
reg [10:0] count; 
reg [10:0] rlendata; 
reg [0:3][7:0] rcrc; 
reg [7:0] rbyte;
integer i = 3;
reg after_d;
reg load_end;
reg crc_eth_en;
localparam [2:0] stIGP=3'b0, stPREAMBLE=3'b1, stSFD=3'b10, stDADDR=3'b11, stSADDR=3'b100, stLENTYPE=3'b101, stDATA=3'b110, stFCS = 3'b111;
localparam [3:0] lPAUSE = 12; 
localparam [31:0] lCRC32 = 32'h04C11DB7; 
initial begin
    count <= 'b0; 
    rcurst <= stIGP; 
    rlendata <= 'b0;
    after_d <= 0;
    load_end <= 0;
    crc_eth_en
 <= 0;
end
eth_crc32_cnt gen_eth_crc32 
(
.ieth_clk               (iclk),
.iafter_d5              (after_d),
.ipayload_end           (load_end),
.ieth_ena               (crc_eth_en),
.ieth_data              (idata_byte),
.ocrc32_data            (rcrc)
);
always @(posedge iclk) 
begin 
    case (rcurst)
        stIGP       : rnextst = stPREAMBLE;
        stPREAMBLE  : rnextst = stSFD;
        stSFD       : rnextst = stDADDR;
        stDADDR     : rnextst = stSADDR;
        stSADDR     : rnextst = stLENTYPE;
        stLENTYPE   : rnextst = stDATA;
        stDATA      : rnextst = stFCS;
        stFCS       : rnextst = stIGP;
    endcase
end
always @(posedge iclk) begin 
    case (rcurst)
        stIGP:begin
            if(ienable & count>lPAUSE-2)begin
                rcurst <= rnextst;
                count <= 0; 
                i <= 3;
                rbyte<=idata_byte;
            end
            else begin
                count <= count + 1;
            end
        end
        stPREAMBLE: begin
            if (count < 6)
                count <= count + 1;
            else begin
                rcurst <= rnextst;
                count <= 0;
                after_d <= 1;
                crc_eth_en<= 1;
            end
            rbyte<=idata_byte;
        end
        stSFD: begin
                rcurst <= rnextst;
                count <= 0;
                rbyte<=idata_byte;
        end
        stDADDR: begin
            if (count < 5)
                count <= count + 1;
            else begin
                rcurst <= rnextst;
                count <= 0;
            end
            rbyte<=idata_byte;
        end
        stSADDR: begin
            if (count < 5)
                count <= count + 1;
            else begin
                rcurst <= rnextst;
                count <= 0;
            end
            rbyte<=idata_byte;
        end
        stLENTYPE:begin
            if (count < 1)
                count <= count + 1;
            else begin
                rcurst <= rnextst;
                rlendata <= ilen;
                count <= 0;
            end
            rbyte<=idata_byte;
        end
        stDATA: begin
            if (rlendata > 1) begin
                rlendata <= rlendata-1;
                rbyte<=idata_byte;
            end
            else begin
                rcurst <= rnextst;
                load_end <= 1;
                crc_eth_en<= 0;
                rbyte<=rcrc[i];
                i=i-1;
            end
        end
        stFCS: begin
            load_end = 0;
            if (count < 3)
                count <= count + 1;
            else begin
            rcurst <= rnextst;
            count <= 0;
            after_d <= 0;
            end
                rbyte<=rcrc[i];
                i=i-1;
        end
    endcase
end
assign ost = rcurst;
assign obyte = rbyte;
endmodule
module eth_crc32_cnt
(
     input ieth_clk, 
     input iafter_d5, 
     input ipayload_end, 
     input ieth_ena ,
     input [7:0] ieth_data,
     output logic[0:3][7:0]ocrc32_data = 'b0
);
function integer eth_crc32_8d(input integer crc32, input logic [7:0] data);
     bit [ 7:0] d;
     bit [31:0] c;
     bit [31:0] newcrc;
  begin
     for (int i=0;i<8;i++)
         d[i] = data[7-i];
     c = crc32;
     newcrc[0] = d[6] ^ d[0] ^ c[24] ^ c[30];
     newcrc[1] = d[7] ^ d[6] ^ d[1] ^ d[0] ^ c[24] ^ c[25] ^ c[30] ^ c[31];
     newcrc[2] = d[7] ^ d[6] ^ d[2] ^ d[1] ^ d[0] ^ c[24] ^ c[25] ^ 
c[26] ^ c[30] ^ c[31];
     newcrc[3] = d[7] ^ d[3] ^ d[2] ^ d[1] ^ c[25] ^ c[26] ^ c[27] ^ c[31];
     newcrc[4] = d[6] ^ d[4] ^ d[3] ^ d[2] ^ d[0] ^ c[24] ^ c[26] ^ 
c[27] ^ c[28] ^ c[30];
     newcrc[5] = d[7] ^ d[6] ^ d[5] ^ d[4] ^ d[3] ^ d[1] ^ d[0] ^ c[24] 
^ c[25] ^ c[27] ^ c[28] ^ c[29] ^ c[30] ^ c[31];
     newcrc[6] = d[7] ^ d[6] ^ d[5] ^ d[4] ^ d[2] ^ d[1] ^ c[25] ^ c[26] 
^ c[28] ^ c[29] ^ c[30] ^ c[31];
     newcrc[7] = d[7] ^ d[5] ^ d[3] ^ d[2] ^ d[0] ^ c[24] ^ c[26] ^ 
c[27] ^ c[29] ^ c[31];
     newcrc[8] = d[4] ^ d[3] ^ d[1] ^ d[0] ^ c[0] ^ c[24] ^ c[25] ^ 
c[27] ^ c[28];
     newcrc[9] = d[5] ^ d[4] ^ d[2] ^ d[1] ^ c[1] ^ c[25] ^ c[26] ^ 
c[28] ^ c[29];
     newcrc[10] = d[5] ^ d[3] ^ d[2] ^ d[0] ^ c[2] ^ c[24] ^ c[26] ^ 
c[27] ^ c[29];
     newcrc[11] = d[4] ^ d[3] ^ d[1] ^ d[0] ^ c[3] ^ c[24] ^ c[25] ^ 
c[27] ^ c[28];
     newcrc[12] = d[6] ^ d[5] ^ d[4] ^ d[2] ^ d[1] ^ d[0] ^ c[4] ^ c[24] 
^ c[25] ^ c[26] ^ c[28] ^ c[29] ^ c[30];
     newcrc[13] = d[7] ^ d[6] ^ d[5] ^ d[3] ^ d[2] ^ d[1] ^ c[5] ^ c[25] 
^ c[26] ^ c[27] ^ c[29] ^ c[30] ^ c[31];
     newcrc[14] = d[7] ^ d[6] ^ d[4] ^ d[3] ^ d[2] ^ c[6] ^ c[26] ^ 
c[27] ^ c[28] ^ c[30] ^ c[31];
     newcrc[15] = d[7] ^ d[5] ^ d[4] ^ d[3] ^ c[7] ^ c[27] ^ c[28] ^ 
c[29] ^ c[31];
     newcrc[16] = d[5] ^ d[4] ^ d[0] ^ c[8] ^ c[24] ^ c[28] ^ c[29];
     newcrc[17] = d[6] ^ d[5] ^ d[1] ^ c[9] ^ c[25] ^ c[29] ^ c[30];
     newcrc[18] = d[7] ^ d[6] ^ d[2] ^ c[10] ^ c[26] ^ c[30] ^ c[31];
     newcrc[19] = d[7] ^ d[3] ^ c[11] ^ c[27] ^ c[31];
     newcrc[20] = d[4] ^ c[12] ^ c[28];
     newcrc[21] = d[5] ^ c[13] ^ c[29];
     newcrc[22] = d[0] ^ c[14] ^ c[24];
     newcrc[23] = d[6] ^ d[1] ^ d[0] ^ c[15] ^ c[24] ^ c[25] ^ c[30];
     newcrc[24] = d[7] ^ d[2] ^ d[1] ^ c[16] ^ c[25] ^ c[26] ^ c[31];
     newcrc[25] = d[3] ^ d[2] ^ c[17] ^ c[26] ^ c[27];
     newcrc[26] = d[6] ^ d[4] ^ d[3] ^ d[0] ^ c[18] ^ c[24] ^ c[27] ^ 
c[28] ^ c[30];
     newcrc[27] = d[7] ^ d[5] ^ d[4] ^ d[1] ^ c[19] ^ c[25] ^ c[28] ^ 
c[29] ^ c[31];
     newcrc[28] = d[6] ^ d[5] ^ d[2] ^ c[20] ^ c[26] ^ c[29] ^ c[30];
     newcrc[29] = d[7] ^ d[6] ^ d[3] ^ c[21] ^ c[27] ^ c[30] ^ c[31];
     newcrc[30] = d[7] ^ d[4] ^ c[22] ^ c[28] ^ c[31];
     newcrc[31] = d[5] ^ c[23] ^ c[29];
     eth_crc32_8d = newcrc;
  end
  endfunction
logic [31:0]rcrc = '1;
wire [3:0] wcrc [0:7];
generate
genvar i;
  for (i=31;i>=0;i=i-1)begin:flip_crc_bits
     assign wcrc [i[4:2]][3-i[1:0]] = ~rcrc[i];
     end
endgenerate
localparam logic [1:0] WAIT_ST = 0;
localparam logic [1:0] CRC32_ST = 1;
localparam logic [1:0] COUNT_ST = 2;
logic[1:0] frame_fsm = WAIT_ST;
logic crc_insert = 'b0;
always_ff@(posedge ieth_clk)begin
     case (frame_fsm)
     WAIT_ST:begin
         if (iafter_d5 && ieth_ena)begin
             rcrc <= 32'hFF_FF_FF_FF;
             frame_fsm <= COUNT_ST;
             rcrc <= eth_crc32_8d(32'hFF_FF_FF_FF,ieth_data);
             end
         end
     COUNT_ST:begin
         if (ieth_ena)begin
             rcrc <= eth_crc32_8d(rcrc,ieth_data);
             end
        if (ipayload_end)begin
            ocrc32_data[0] <= {wcrc[6],wcrc[7]}; 
            ocrc32_data[1] <= {wcrc[4],wcrc[5]}; 
            ocrc32_data[2] <= {wcrc[2],wcrc[3]}; 
            ocrc32_data[3] <= {wcrc[0],wcrc[1]}; 
            frame_fsm <= WAIT_ST;
            end
         end
     default:begin
         frame_fsm <= WAIT_ST;
         end
     endcase
     end
endmodule
### flow/run.sh
#!/bin/bash
# OpenROAD 26Q1-2900-gdf79404cd8, Yosys 0.63+post, stock flow scripts
make -C /OpenROAD-flow-scripts/flow DESIGN_CONFIG=/design/flow/config.mk WORK_HOME=/design/flow/orfs finish
### flow/config.mk
export PLATFORM = sky130hd
export DESIGN_NAME = FSM_frame
export DESIGN_NICKNAME = FSM_frame
export VERILOG_FILES = /design/flow/design.v
export SDC_FILE = /design/flow/constraint.sdc
export NUM_CORES = 4
export LEC_CHECK = 1
export CORE_UTILIZATION = 50
### flow/constraint.sdc
current_design FSM_frame

set clk_period 3.3
set clk_io_pct 0.2

create_clock -name clk0 -period $clk_period [get_ports {iclk}]

set non_clock_inputs [all_inputs -no_clocks]
set_input_delay [expr $clk_period * $clk_io_pct] -clock clk0 $non_clock_inputs
set_output_delay [expr $clk_period * $clk_io_pct] -clock clk0 [all_outputs]
==> CHANGELOG.md <==
### Metrics

- Count of library flops with an enable pin: 105
- Synth async-reset ratio: 0%
- Result of the run: completed
- Post-DRT Antenna Nets: 0
- Worst-margin pin slew: 0.7929 ns
- Leading register cell type out of synthesis: edfxtp_1
- Crit Path Class: flop to flop
- Post-Syn Area: 0.006045 mm^2
- Maximum clock frequency: 0.3708 GHz
- Drt pass-1 iters: 15
- Per-instance average area after synthesis: 11.51 um^2
- Die outline width: 112.0 um
- Ratio of cells with drive above 1 in the final layout: 6.764%
- Hold Path Class: flop to flop
- # H-tree levels: 3
- Pin count of the biggest net entering global routing: 33
- Worst Path Required: 3.30 ns
- Cell count after synthesis: 525
- Clock edge transition at the registers on the reported setup and hold paths: 0.06 ns
- Max-slew violation total from the final report: 0
- Tally of yosys warning messages: 4
- Total global routing overflow: 0
- Sinks on the clock net: 108
- Final clock skew: 0.005549 ns
- Logic area: 0.002550 mm^2
- Kind of start point of the critical path: flop
- Number of buffers inserted by port buffering: 31
- Final-report setup violation count: 0
- Global-route wire length before repair: 19040 um
- I/O pins: 32
- Leading cell types in the layout, fill and taps excluded: xnor2_1 (121), edfxtp_1 (105), nand2_1 (54), inv_1 (42), xor2_1 (33)
- Total number of warnings across the stage logs: 31
- Maximum buffer depth of the clock tree: 2
- Final hold violation count: 0
- Leading cell type in the layout, fill and taps excluded: xnor2_1
- Total Wirelength: 11800 um
- Endpoint kind of the worst setup timing path: flop
- Number of inserted filler cells in the final layout: 992
- Worst-Skew Late Latency: 0.35 ns
- Worst hold endpoint: rcurst[2]$_DFFE_PP_
- Capture point of the worst reg-to-reg path: rcurst[1]$_DFFE_PP_
- Worst setup slack for register-to-register paths: 0.60 ns
- CTS tree: yes
- Hold path depth: 0
- Count of unresolved DRC violations after routing: 0
- Length in cells of the worst reg-to-reg path: 5
- Setup repair after global routing missed its margin: false
- DR WL/cell: 17.11 um
- Biggest fanout along the worst timing path: 4
- Mean number of vias per cell: 5.297
- Vias: 3655
- Clock Root Buffer: clkbuf_16
- Count of cell types in the netlist: 38
- Detailed Place HPWL: 8234 um
- Ys cells: 525
- Static Leak: 0.002406 uW
- Peak VDD IR: 0.0006764 V
- Seq/Total Area, Yosys: 53.16%
- Number of global-route vias before repair: 3609
- Diode insertion count for antenna repair: 0
- Seq. cell area: 0.003213 mm^2
- Number of cell rows: 39
- Worst min-delay path startpoint: rnextst[2]$_DFF_P_
- Cts-stage hold buffer count: 0
- Die boundary height: 112.0 um
- Crit path arrival time: 2.70 ns
- Max capacitance violation total: 0
- Remaining max-slew budget at the tightest pin: 46.96%
- Crit path time final: 2.697 ns
- Post-route fraction of the period consumed by the critical path: 81.73%
- Postcts setup bufs: 0
- Chip area line of the yosys report: 0.006045 mm^2
- Placer congestion estimate: 0.8570
- Post-CTS sizing: 0
- Number of buffers inserted during clock tree synthesis: 9
- Number of antenna violations at the first check in global routing: 0
- Global-route total usage across every layer: 21.55%
- Area Growth Syn to Fin: 11.38%
- Power density relative to cell area: 1262 mW/mm^2
- Final cell utilization of the core: 57.97%
- Flip-flop and latch count after synthesis: 108
- Chip Footprint: 0.01253 mm^2
- Fp util: 52.05%
- Worst reg2reg path startpoint: rlendata[3]$_DFFE_PP_
- Setup TNS: 0 ns
- Detailed router's first-iteration violation count: 181
- Area of the core: 0.01161 mm^2
==> worst max path at each step <==
stage	cells past startpoint	from	slack [ns]	end
final	5	rlendata[3]$_DFFE_PP_	0.60	rcurst[1]$_DFFE_PP_
after global routing	5	rlendata[3]$_DFFE_PP_	0.38	rcurst[2]$_DFFE_PP_
after CTS	5	rlendata[3]$_DFFE_PP_	0.57	rbyte[4]$_DFFE_PP_
==> sequential cells by signal, indices dropped and copies added (netlist names) <==
register,cells
gen_eth_crc32.ocrc32_data,32
gen_eth_crc32.rcrc,32
count,11
rlendata,11
rbyte,8
i,4
rcurst,3
rnextst,3
after_d,1
crc_eth_en,1
gen_eth_crc32.frame_fsm,1
load_end,1
==> where the power goes <==
group / total, uW / internal (uW) / switching (uW)
logic: 4190 / 2020 / 2170
registers: 3350 / 2720 / 635
clock network: 948 / 497 / 451
total: 8500 / 5240 / 3260
==> logic make-up (layout without fill, tap and decap cells) <==
kind of cell	count (synthesis)	count (layout)	synth area share [%]
flip-flops	108	108	53.16
multiplexers	11	11	3.519
XOR/XNOR	154	154	22.31
adder cells (fa/ha/maj)	10	10	2.070
AND-OR/OR-AND	46	46	5.154
AND/OR/NAND/NOR	121	121	9.128
buffers and inverters	75	97	4.657
==> cell usage after synthesis, drive strengths merged, types with 4 or more instances <==
master    n  area (um^2)
xnor2   121         1060
o21a      4        30.03
mux4      8        180.2
nor2     31        116.4
o21ai    17        85.08
nand3     4        20.02
inv      42        157.7
nor4      4        25.02
buf       4        15.01
nor3      8        40.04
ha       10        125.1
a21oi     8        40.04
nand2    54        202.7
a22o      8        70.07
xor2     33        289.0
clkbuf   29        108.9
edfxtp  105         3153
==> cell type report <==
class / instances / share of cell area [%]
inverter: 42 / 2.342
multi-input combinational: 342 / 37.87
timing repair buffer: 41 / 5.724
tap: 143 / 2.658
sequential: 108 / 47.72
clock buffer: 10 / 3.401
clock inverter: 4 / 0.2788
==> critical path, stage by stage (launching register included) <==
cell	delay (ns)
edfxtp_1	0.42
or3_4	0.42
or4_4	0.45
o31ai_1	0.48
o31ai_1	0.15
nor3b_1	0.42
==> metrics by stage <==
| stage | hold slack (ns) | total power, uW | area, um^2 | cells | setup slack [ns] |
|---|---|---|---|---|---|
| detailed placement | 0.3887 | 7583 | 6485 | 676 | 0.5397 |
| global route | 0.4135 | 9171 | 6733 | 690 | 0.3822 |
| floorplan | 0.3855 | 6496 | 6045 | 525 | 0.8401 |
| global placement | 0.3867 | 7555 | 6485 | 676 | 0.5233 |
| finish | 0.4036 | 8497 | 6733 | 690 | 0.6029 |
| CTS | 0.4043 | 8592 | 6733 | 690 | 0.5724 |
==> metal layers <==
| layer | track usage, % | vias up | routed length, um | share of wire (%) |
|---|---|---|---|---|
| li1 | - | 1796 | - | - |
| met1 | 36.28 | 1735 | 5596 | 47 |
| met2 | 29.86 | 114 | 4979 | 42 |
| met3 | 8.920 | 10 | 1103 | 9.3 |
| met4 | 1.778 | 0 | 125 | 1.1 |
| met5 | 0 | - | 0 | 0 |
Power is estimated from default activity; no workload was simulated.
